==> design/flow/design.v <==
module ALU #(parameter DATA_WIDTH = 5)
    (       
        output  wire    signed   [DATA_WIDTH:0]      C,
        input   wire    signed   [DATA_WIDTH-1:0]    A,B,
        input   wire             [2:0]               a_op,
        input   wire             [1:0]               b_op,
        input   wire                                 a_en,b_en,
        input   wire                                 ALU_en,
        input   wire                                 clk,rst_n
    );
reg signed [DATA_WIDTH:0] C_temp;
typedef enum logic [1:0] { 
    op_a_set,
    op_b_set1,
    op_b_set2,
    no_op
} OP_SET;
typedef enum logic [2:0] { 
    A_ADD,
    A_SUB,
    A_BW_XOR,
    A_BW_AND1,
    A_BW_AND2,
    A_BW_OR,
    A_BW_XNOR,
    A_NULL
} A_OP;
typedef enum logic [1:0] { 
    B_NAND,
    B_ADD1,
    B_ADD2,
    B_NULL
} B_OP1;
typedef enum logic [1:0] { 
    B_BW_XOR,
    B_BW_XNOR,
    B_SUB_1,
    B_ADD_2
} B_OP2;
OP_SET op_set;
A_OP A_op;
B_OP1 B_op1;
B_OP2 B_op2;
assign op_set = (a_en & !b_en )? op_a_set : ( (!a_en & b_en )? op_b_set1 : ( (a_en & b_en)? op_b_set2 : no_op )   );
assign A_op = a_op==0 ? A_ADD : a_op==1? A_SUB : a_op==2? A_BW_XOR : a_op==3? A_BW_AND1 : a_op==4? A_BW_AND2 : a_op==5? A_BW_OR : a_op==6? A_BW_XNOR : A_NULL;
assign B_op1 = b_op==0? B_NAND : b_op==1? B_ADD1 : b_op==2? B_ADD2 : B_NULL;
assign B_op2 = b_op==0? B_BW_XOR : b_op==1? B_BW_XNOR : b_op==2? B_SUB_1 : B_ADD_2;
always @(posedge clk or negedge rst_n)
begin
    if (rst_n==0)
        begin
            C_temp<=0;
        end 
    else
        begin
            if(ALU_en)
            begin
                case (op_set)
                op_a_set :
                begin
                    case(A_op)
                        A_ADD:        C_temp <= A+B;
                        A_SUB:        C_temp <= A-B;
                        A_BW_XOR:     C_temp <= A^B;
                        A_BW_AND1:    C_temp <= A&B;
                        A_BW_AND2:    C_temp <= A&B;
                        A_BW_OR:      C_temp <= A|B;
                        A_BW_XNOR:    C_temp <= ~(A^B);
                        A_NULL:       C_temp <= C_temp;
                        default :     C_temp <= 0;
                    endcase                    
                end
                op_b_set1 :
                begin
                    case(B_op1)
                        B_NAND:       C_temp <= {1'b0,~(A&B)};
                        B_ADD1:       C_temp <= A+B;
                        B_ADD2:       C_temp <= A+B;
                        B_NULL:       C_temp <=C_temp;
                        default :     C_temp <=0;
                    endcase                    
                end
                op_b_set2 :
                begin
                    case(B_op2)
                        B_BW_XOR:     C_temp <= A^B;
                        B_BW_XNOR:    C_temp <= ~(A^B);
                        B_SUB_1:       C_temp <= A-1;
                        B_ADD_2:       C_temp <= B+2;
                        default :      C_temp <=0;
                    endcase                     
                end
                no_op : C_temp <=C_temp;
                default : C_temp <=0;
                endcase
            end
            else 
                C_temp <=C_temp;
        end
end
assign C=C_temp;
endmodule
==> design/flow/run.sh <==
#!/bin/bash
# OpenROAD 26Q1-2900-gdf79404cd8, Yosys 0.63+post, stock flow scripts
make -C /OpenROAD-flow-scripts/flow DESIGN_CONFIG=/design/flow/config.mk WORK_HOME=/design/flow/orfs finish
==> design/flow/config.mk <==
export PLATFORM = sky130hd
export DESIGN_NAME = ALU
export DESIGN_NICKNAME = ALU
export VERILOG_FILES = /design/flow/design.v
export SDC_FILE = /design/flow/constraint.sdc
export NUM_CORES = 4
export LEC_CHECK = 1
export CORE_AREA = 10 10 90 90
export DIE_AREA = 0 0 100 100
==> design/flow/constraint.sdc <==
current_design ALU

set clk_period 1.0
set clk_io_pct 0.2

create_clock -name clk0 -period $clk_period [get_ports {clk}]

set non_clock_inputs [all_inputs -no_clocks]
set_input_delay [expr $clk_period * $clk_io_pct] -clock clk0 $non_clock_inputs
set_output_delay [expr $clk_period * $clk_io_pct] -clock clk0 [all_outputs]
==> run notes <==
Reports from this run.

- Synthesis instantiated 50 different standard cells from the library.
- The repair_antennas step left the layout with diodes totalling 0.
- The worst setup path is captured at a flop.
- Each instance of the synthesized netlist takes up on average 7.667 um^2.
- The global-route total usage across every layer reads 9.952%.
- The number of remaining DRC errors is 0.
- Measured along the y axis, the die boundary spans 100 um.
- The number of clock sinks is 6.
- The total detailed-routing wirelength is 5.317 mm.
- The first global-routing pass estimated 8.459 mm of wire.
- In the global route stage, met1 resource usage came out at 14.48%.
- The later pin in the worst-skew pair is clocked with a latency of 0.22 ns.
- The CTS buffer count reads 3.
- Of all nets on the critical path, the largest fanout is 3.
- The yosys-reported design area after synthesis reads 0.001503 mm^2.
- The final cycle utilization of the critical path reads 179.8%.
- Counting only logic cells after layout, the most numerous master is buf_4.
- The number of antenna violations at the first check in global routing is 0.
- The routability-driven placement congestion ratio is 0.8490.
- The met3 capacity usage during global routing is 2.012%.
- The count of H-tree levels built during CTS reads 1.
- The type of the worst min-delay path is in -> async.
- The dominant cell type by area after synthesis reads ha_1.
- The cell area after layout is 0.002865 mm^2.
- Counting the fill cells in the layout gives 581.
- The longest individual stage delay on the worst path reads 0.53 ns.
- The clock-pin slew on the worst setup and hold paths reads 0.04 ns.
- The number of max-cap violations reads 0.
- The CTS tree is built.
- The register ranked first by flip-flop count reads C_temp.
- Entering global routing, the biggest net connects 11 pins.
- The transition time at the pin with the least slew margin reads 0.3708 ns.
- The stage-log warning count is 41.
- For reference, the most critical setup path is categorized as in -> reg.
- The full die area is 0.01000 mm^2.
- The number of detailed-routing iterations run before antenna repair reads 5.
- The final setup violation count reads 6.
- The number of DRC violations after detailed-routing iteration 0 reads 61.
- The OpenROAD report gives the critical path a data arrival time of 1.94 ns.
- The final worst slack is -0.7984 ns.
- Of the synthesized area, sequential elements account for 9.992%.
- Setup repair after global routing could not meet its margin everywhere.
- In the routed layout, each cell is associated on average with a via count of 4.895.
- The total vias in the final route is 1816.
- The worst voltage drop across the vdd grid is 634.4 uV.
- The sum of internal, switching and leakage power reads 2157 uW.
- In the floorplan report the effective utilization is 23.94%.
- Per the post-route antenna check, the number of violating nets is 0.
- The library cell used as clock root buffer reads clkbuf_8.
- The area growth from synthesis to layout is 90.67%.
- Endpoints failing hold in the final report were tallied at 0.
- Timing would allow up to 556.0 MHz.
- The worst relative slew slack reads 74.64%.
- The required time reported for the critical path endpoint is 1.14 ns.
- The flow ran to the end, but the final reports show violations.
- The global routing usage on met2 is 15.48%.
- Before CTS, the worst setup slack after placement is -1.507 ns.
- The count of flip-flops with a built-in enable after synthesis reads 0.
- Logic depth along the worst register-to-register path is recorded as 3.
- The synthesis report lists the Yosys warning total as 1.
- The final critical-path required period reads 1.798 ns.
- The layout cell share with drive strength beyond 1 reads 54.08%.
- The cell with the largest stage delay on the worst path is fa_2.
- Summed over all cells, the static leakage comes to 0.001239 uW.
- The number of register bits inferred by synthesis is 6.
- The number of buffers inserted by port buffering is 25.
- The busiest metal layer after global routing reads met2.
- Per the detailed placement report, the placed cell area equals 0.002337 mm^2.
- The number of max-slew violations in the final report is 0.
- The row count reads 29.
- The worst clock skew is 0 ns.
- The maximum clock path buffer count reads 2.
- The routed design shows a wire length per standard cell of 14.33 um.
- The number of ports placed on the die boundary is 26.
- The top cell type by area accounts for 17.49% of the synthesized area.
- The power density over cell area reads 752.6 mW/mm^2.
- The gate count after technology mapping reads 196.
- The area of the mapped netlist is 0.001503 mm^2.
- Yosys stat counts 196 cells in the synthesized netlist.
- The checks that failed: negative setup slack.
- The quantity of hold-fixing buffers added after cts reads 0.
- Per the cell usage report, the commonest logic cells after layout are buf_4, buf_6, nand2_1.
- The die width is 100 um.
- The share of flip-flops with an asynchronous set or reset after synthesis is 100.0%.
- The global route stage reports its total congestion overflow as 0.
- Per STA, the worst path is made up of buf_8 -> buf_6 -> ha_4 -> fa_2 -> inv_1 -> mux4_2 -> o21ai_1 -> o211ai_1 -> a31oi_1.
- The flip-flop count of the largest register, all copies and words added is 6.
- The final HPWL from detailed placement is 4.135 mm.
- The via count of the first global-routing pass reads 1788.
- In the final layout, the registers with the most flip-flops are C_temp: 6 flops.
- The leading register cell type out of synthesis reads dfrtp_1.
- In the post-synthesis netlist, the biggest area contributors are ha_1, dfrtp_1, inv_1.
- The area of the placeable core reads 0.006277 mm^2.
- The launching element type of the critical path is an input pin.
## through the flow
stage	hold slack, ns	std cells	setup TNS (ns)	util [%]
after floorplan	-0.09559	196	-3.714	-
after global placement	0.4777	348	-8.294	37.23
after detailed placement	0.4719	348	-8.396	37.23
after CTS	0.2395	362	-3.974	43.51
after global routing	0.2530	371	-4.337	45.64
final	0.2295	371	-3.863	45.64
## cell families (layout without fill, tap and decap cells)
kind of cell	Yosys count	count (layout)	share of synthesized area (%)
compound gates	67	67	31.64
fa+ha+maj	23	23	20.15
xor+xnor	10	10	5.829
buf+inv	35	133	9.826
mux	5	5	4.330
simple gates	50	50	18.24
flops	6	6	9.991
## critical path: cells and delay by family
kind | cells | cell delay (ns)
multiplexers | 1 | 0.44
adder cells (fa/ha/maj) | 2 | 0.68
buffers and inverters | 3 | 0.26
AND-OR/OR-AND | 3 | 0.36
## layer usage
metal | vias to the layer above | share of wire (%)
met4 | 0 | 0.13
met5 | - | 0
met1 | 849 | 50
li1 | 918 | -
met3 | 2 | 5.9
met2 | 47 | 44
## cell usage after synthesis, types with 3 or more instances
master	number
buf_2	4
a211oi_1	5
o21ai_1	3
clkbuf_1	5
nor3b_1	3
dfrtp_1	6
nand3_1	3
inv_1	24
a21oi_1	12
nand2b_1	6
o211ai_1	3
xnor2_1	7
xor2_1	3
o21ai_0	9
nor2b_1	9
ha_1	21
a221oi_1	6
nand2_1	15
nor2_1	7
## report_power, final
part	switching (uW)	total (uW)	leakage, uW	internal [uW]
sequential	21.3	312	0.0000687	291
clock	103	362	0.0000216	259
combinational	644	1480	0.00115	839
## layout make-up
| type | count | area (um^2) | area share (%) |
|---|---|---|---|
| flip-flops and latches | 6 | 150.1 | 5.240 |
| multi-input cells | 155 | 1567 | 54.67 |
| clock buffers | 3 | 41.29 | 1.441 |
| inverters | 24 | 112.6 | 3.930 |
| repair buffers | 106 | 898.4 | 31.35 |
| well taps | 77 | 96.34 | 3.362 |
## final timing paths
| kind | from | to | slack [ns] |
|---|---|---|---|
| setup reg to reg | C_temp[4] | C_temp[4] | 0.10 |
| max in group asynchronous | rst_n | C_temp[1] | 0.55 |
| setup / recovery | A[0] | C_temp[1] | -0.80 |
| min in group clk0 | b_en | C_temp[0] | 0.57 |
| hold / removal | rst_n | C_temp[3] | 0.23 |
| hold reg to reg | C_temp[5] | C_temp[5] | 0.60 |
## what timing repair did
item	in CTS	in global routing
pin swaps	38	14
endpoints found under the setup margin	12	8
gates resized	109	23
setup buffers	12	8
gates cloned	0	1
Power figures rest on the tool's default switching activity, not on a simulated workload.
